## ./config.mk

```make
export PLATFORM = sky130hd
export DESIGN_NAME = alu
export DESIGN_NICKNAME = alu
export VERILOG_FILES = /design/flow/design.v
export SDC_FILE = /design/flow/constraint.sdc
export NUM_CORES = 4
export LEC_CHECK = 1
export CORE_AREA = 10 10 82 82
export DIE_AREA = 0 0 92 92
```

## ./constraint.sdc

```tcl
current_design alu

set clk_period 1.0
set clk_io_pct 0.2

create_clock -name clk0 -period $clk_period [get_ports {clk}]

set non_clock_inputs [all_inputs -no_clocks]
set_input_delay [expr $clk_period * $clk_io_pct] -clock clk0 $non_clock_inputs
set_output_delay [expr $clk_period * $clk_io_pct] -clock clk0 [all_outputs]
```

## ./design.v

```verilog
module alu (overflow,alu_out,zero,src_a,src_b,opcode,clk,reset) ;
output reg overflow,zero ;
output reg[3:0]alu_out ;
input signed[3:0] src_a,src_b;
input[2:0]opcode ;
input clk, reset;
reg signed[4:0] tmp;  
always@(*)begin
          case(opcode)
              3'b000:   
                  begin
                      tmp = 4'd0;
                  end
              3'b001:   
                  begin
                      tmp = src_a&src_b;
                  end
              3'b010:  
                  begin
                      tmp = src_a|src_b;
                  end
              3'b011:  
                  begin
                      tmp = src_a;
                  end
              3'b100:  
                  begin
                   tmp = src_a+src_b;
                  end
              3'b101:  
                  begin
                   tmp = src_a-src_b;                   
                  end
              3'b110:  
                  begin	     
                      tmp = {1'b0, src_a} >> src_b;
                  end
              3'b111:  
                  begin
                      tmp = {1'b0, src_a} << src_b;
                  end   
              default: tmp = 0;
       endcase   
end 
always@(posedge clk or posedge reset)begin
if(reset)
	alu_out <= 0;
else
	alu_out <= tmp[3:0];
end
always@(posedge clk or posedge reset)begin 
if(reset)
	overflow <= 0;
else if(((tmp > 7) || (tmp < -8))&&((opcode == 3'b100) || (opcode == 3'b101)))
	overflow <= 1;
else
	overflow <= 0;
end
always@(posedge clk or posedge reset)begin
if(reset)
	zero <= 0;
else if(tmp == 0)
	zero <= 1;
else
	zero <= 0;
end
endmodule
```

## ./run.sh

```bash
#!/bin/bash
# OpenROAD 26Q1-2900-gdf79404cd8, Yosys 0.63+post, stock flow scripts
make -C /OpenROAD-flow-scripts/flow DESIGN_CONFIG=/design/flow/config.mk WORK_HOME=/design/flow/orfs finish
```

==> notes.md <==
The implementation run finished. TritonCTS built the clock tree. The critical path in the final layout is reported with a setup slack of -1100 ps. Once detail routing completed, the nets flagged for antenna violations numbered 0. Per STA, the highest per-stage delay on the worst path measures 480 ps. Largest voltage drop on the vdd net landed at 596 µV.

Simple-gate area share of the yosys netlist landed at 25.9%. The worst setup path is captured at a flip-flop. Yosys reports that the most numerous cell types are sky130_fd_sc_hd__nand2_1 (10), sky130_fd_sc_hd__o21ai_0 (10), sky130_fd_sc_hd__a21oi_1 (8), sky130_fd_sc_hd__ha_1 (8). According to the hold report, the worst path is of the input port to asynchronous set/reset pin type. Setup repair after global routing could not meet its margin everywhere. Weighted congestion at the end of routability-driven global placement landed at 0.936. The flow reported a cell area power density of 844 mW/mm². The OpenROAD report gives the critical path a required time of 1140 ps. Derived from the worst setup path, the maximum achievable clock frequency is 0.477 GHz. Yosys chip area landed at 873 µm². Number of cell instances after yosys synthesis landed at 111. Number of max-slew violations in the final report landed at 0.

Tally of yosys warning messages landed at 1. Cell area after synthesis landed at 873 µm². Routed wire length landed at 2600 µm.

Yosys reports that the leading cell type by area covers 17.2% of the netlist area. The final reports fail on setup timing. In the final layout, the share of cells above drive strength 1 is 50.0%.

Per the CTS log, the root buffer master is sky130_fd_sc_hd__clkbuf_8. The synthesis run identifies the leading combinational cell family as simple AND/OR/NAND/NOR gates. Antenna diode count landed at 0. By instance count, the cell type seen most on the critical path is sky130_fd_sc_hd__buf_6. The main area contributors are sky130_fd_sc_hd__dfrtp_1 (17%), sky130_fd_sc_hd__ha_1 (11%), sky130_fd_sc_hd__o21ai_0 (5.7%). Per the finish-stage timing summary, setup violations number 6.

The leakage power in the latest report is 0.698 nW. The worst setup path is launched from an input port. Data on the critical path arrives at its endpoint at 2230 ps. Summed over all instances, the cell type with the most area after synthesis is sky130_fd_sc_hd__dfrtp_1. The first routing iteration left 32 violations. In the log, the iteration count for the first detailed-route pass is 4. Setup slack on the worst path after placement came out at -1760 ps. The first global-routing pass estimated 4370 µm of wire. In this run, synthesis inferred 0 flip-flops with an integrated enable.

Once layout is complete, the utilization of the core stands at 31.6%. The worst setup path is of the input port to flip-flop kind. The flow ran to the end, but the final reports show violations. Among cell families on the critical path, the largest total delay comes from simple AND/OR/NAND/NOR gates. Proportion of synthesized area in mux cells landed at 10.3%. On the critical path, the stage with the largest delay is an instance of sky130_fd_sc_hd__or4_4. After Yosys synthesis, AND-OR and OR-AND compound gates account for 19.3% of the synthesized area. Final critical path time including I/O delays and setup landed at 2100 ps. Global routing used 6.04% of the available tracks across all layers. The initial antenna violation count came to 0. The initial utilization of the core area, before any placement, comes to 17.2%.

Number of buffer cells added on primary ports landed at 18. The synthesized netlist handed to floorplanning was reported with a cell count of 111. Count of cell types in the netlist landed at 39.

Post-synthesis sequential area ratio landed at 17.2%. Number of vias per cell after detailed routing landed at 4.13. Overall die height landed at 92 µm. The slew check shows that the tightest pin keeps a relative margin of 77.1%. Final critical-path share of the clock period landed at 210%. The synthesis stat section lists a flop and latch total of 6. No sink is reached through more buffers than the 2 on the longest clock path. H-tree level count landed at 1. Each instance of the synthesized netlist takes up on average 7.87 µm². Number of global-route vias before repair landed at 923. Core region area landed at 0.00507 mm². Global routing finished with a remaining overflow of 0. TritonRoute output was used to compute an average wire per cell of 11.1 µm. Number of max-cap violations landed at 0.

Number of buffers and inverters on the critical path landed at 2. The number of hold buffers added after CTS was 0. HPWL reported at the end of detailed placement landed at 2180 µm. In this run the full chip footprint comes out at 0.00846 mm². Number of placement rows landed at 26. Entering global routing, the biggest net connects 17 pins. 19 I/O pins were placed.

Share of flip-flops with an asynchronous set or reset after synthesis landed at 100%. Per STA, the worst path is made up of buf_6 -> buf_6 -> or2_4 -> o21ai_2 -> xor2_1 -> ha_1 -> and4_1 -> or4_4 -> or2_0 -> mux2i_1. Counting endpoints that fail hold in the final report gives 0. The routed layout has 967 vias. Die span in x landed at 92 µm.

TritonRoute reported its final design rule violation total as 0. Looking at the cell usage after synthesis, the top flip-flop cell is sky130_fd_sc_hd__dfrtp_1. Number of buffers created by CTS landed at 3.

Per the synthesis report, the XOR/XNOR share of the synthesized area is 5.01%. Growth of design area from synthesis to finish landed at 83.7%. Of the total synthesized cell area, the portion taken by full adders, half adders and majority gates is 13.8%.

For reference, the clock transition at the flip-flops on the worst setup and hold paths is 30 ps. The stage logs contain a warning count of 31. CTS sink count landed at 6.

Biggest fanout along the worst timing path landed at 2. Slew at the pin closest to its max-slew limit landed at 343 ps.
sequential cells by signal (all words and copies together) (netlist names):
register / count
alu_out: 4
overflow: 1
zero: 1
where the power goes:
| group | total, mW | internal, mW | switching [mW] |
|---|---|---|---|
| sequential | 0.282 | 0.275 | 0.00690 |
| combinational | 0.721 | 0.418 | 0.303 |
| clock | 0.350 | 0.257 | 0.0928 |
| total | 1.35 | 0.951 | 0.403 |
routing by layer:
layer / vias to the layer above / track usage (%) / part of all wire (%)
li1: 498 / - / -
met2: 30 / 9.29 / 45
met1: 436 / 8.51 / 48
met5: - / 0 / 0
met4: 0 / 0.643 / 0.73
met3: 3 / 1.73 / 6.9
cell usage in the layout, fill, tap and decap left out, types with 3 or more instances in the layout:
| cell type | count |
|---|---|
| sky130_fd_sc_hd__ha_1 | 3 |
| sky130_fd_sc_hd__a21oi_1 | 6 |
| sky130_fd_sc_hd__nand2b_1 | 5 |
| sky130_fd_sc_hd__o21ai_2 | 5 |
| sky130_fd_sc_hd__xnor2_1 | 3 |
| sky130_fd_sc_hd__o21ai_0 | 4 |
| sky130_fd_sc_hd__buf_4 | 32 |
| sky130_fd_sc_hd__buf_6 | 10 |
| sky130_fd_sc_hd__nor2b_1 | 3 |
| sky130_fd_sc_hd__clkbuf_8 | 3 |
| sky130_fd_sc_hd__dfrtp_1 | 6 |
| sky130_fd_sc_hd__nor2_1 | 7 |
| sky130_fd_sc_hd__inv_2 | 3 |
| sky130_fd_sc_hd__inv_1 | 4 |
| sky130_fd_sc_hd__ha_4 | 4 |
| sky130_fd_sc_hd__nand2_1 | 9 |
| sky130_fd_sc_hd__clkdlybuf4s15_1 | 7 |
final cells by class:
type | count | area, µm²
fill | 538 | 3470
tap | 70 | 87.6
clock buffer | 3 | 41.3
timing repair buffer | 57 | 498
multi-input combinational | 91 | 801
inverter | 7 | 26.3
sequential | 6 | 150
final timing paths:
kind | startpoint | endpoint | slack, ps | depth (start not counted)
setup / recovery | src_b[1] | overflow | -1100 | 10
hold / removal | reset | alu_out[0] | 190 | 2
max in group asynchronous | reset | alu_out[3] | 630 | 2
min in group clk0 | opcode[1] | alu_out[1] | 410 | 5
per-stage QoR:
step                      hold slack, ps  total power, mW  instance area [µm²]  TNS, ps  std cells
after floorplan                    -9.04            0.618                  983    -4590        111
after global placement               426            0.915                 1420    -8560        226
after detailed placement             433            0.919                 1420    -8700        226
after CTS                            196             1.36                 1580    -4760        234
after global routing                 217             1.45                 1600    -5120        234
final                                192             1.35                 1600    -4670        234
cells by family (layout without fill, tap and decap cells):
group / after synthesis / in the layout
compound gates: 28 / 28
fa+ha+maj: 9 / 9
mux: 7 / 7
flops: 6 / 6
buf+inv: 14 / 67
simple gates: 42 / 42
xor+xnor: 5 / 5
timing repair:
action | 4_1_cts | 5_1_grt
endpoints found under the setup margin | 12 | 6
resized | 78 | 3
setup buffers | 5 | 0
pin swaps | 14 | 7
Power is estimated from default activity; no workload was simulated.
